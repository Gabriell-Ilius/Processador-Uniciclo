[design.v]
parameter
   ZERO     = 32'd0,	 
	OPAND		= 5'd0,
	OPOR		= 5'd1,
	OPXOR		= 5'd2,
	OPADD		= 5'd3,
	OPSUB		= 5'd4,
	OPSLT		= 5'd5,
	OPSLTU	= 5'd6,
	OPSLL		= 5'd7,
	OPSRL		= 5'd8,
	OPSRA		= 5'd9,
	OPLUI		= 5'd10,
	OPMUL		= 5'd11,
	OPMULH	= 5'd12,
	OPMULHU	= 5'd13,
	OPMULHSU	= 5'd14,
	OPDIV		= 5'd15,
	OPDIVU	= 5'd16,
	OPREM		= 5'd17,
	OPREMU	= 5'd18,
	OPNULL	= 5'd31,  
	OPC_LOAD       	= 7'b0000011,
	OPC_OPIMM     		= 7'b0010011,
	OPC_STORE      	= 7'b0100011,
	OPC_RTYPE    		= 7'b0110011,
	OPC_BRANCH     	= 7'b1100011,
	OPC_LUI           = 7'b0110111,  
	OPC_JALR       	= 7'b1100111,
	OPC_JAL         	= 7'b1101111,
	FUNCT7_ADD			 = 7'b0000000,
   FUNCT7_SUB         = 7'b0100000,
	FUNCT7_SLT			 = 7'b0000000,
	FUNCT7_OR			 = 7'b0000000,
	FUNCT7_AND			 = 7'b0000000,
	FUNCT3_LW			= 3'b010,
	FUNCT3_SW			= 3'b010,	
	FUNCT3_ADD			= 3'b000,
	FUNCT3_SUB			= 3'b000,
	FUNCT3_SLT			= 3'b010,
	FUNCT3_OR			= 3'b110,
	FUNCT3_AND			= 3'b111,	
	FUNCT3_BEQ			= 3'b000,
	FUNCT3_JALR			= 3'b000,	
	TEXT_ADDRESS = 32'h0040_0000,
	DATA_ADDRESS = 32'h1001_0000,
	STACK_ADDRESS = 32'h1001_03FC,
	GP = DATA_ADDRESS,
    S0  = 4'd0,   
    S1  = 4'd1,   
    S2  = 4'd2,   
    S3  = 4'd3,   
    S4  = 4'd4,   
    S5  = 4'd5,   
    S6  = 4'd6,   
    S7  = 4'd7,   
    S8  = 4'd8,   
    S9  = 4'd9,   
    S10 = 4'd10,  
    S11 = 4'd11,  
    S12 = 4'd12,  
    S13 = 4'd13,  
    S14 = 4'd14;  
module ImmGen (
    input  		  [31:0] iInstrucao,
    output reg [31:0] oImm
);
always @ (*)
    case (iInstrucao[6:0])
        OPC_LOAD,
        OPC_OPIMM,
        OPC_JALR:
            oImm = {{20{iInstrucao[31]}}, iInstrucao[31:20]};
        OPC_STORE:
            oImm = {{20{iInstrucao[31]}}, iInstrucao[31:25], iInstrucao[11:7]};
        OPC_BRANCH:
            oImm = {{20{iInstrucao[31]}}, iInstrucao[7], iInstrucao[30:25], iInstrucao[11:8], 1'b0};
        OPC_LUI:
             oImm = {iInstrucao[31:12], 12'b0};
        OPC_JAL: 
            oImm = {{12{iInstrucao[31]}}, iInstrucao[19:12], iInstrucao[20], iInstrucao[30:21], 1'b0};
        default:
            oImm = ZERO;
    endcase
endmodule
[run.sh]
#!/bin/bash
# OpenROAD 26Q1-2900-gdf79404cd8, Yosys 0.63+post, stock flow scripts
make -C /OpenROAD-flow-scripts/flow DESIGN_CONFIG=/design/flow/config.mk WORK_HOME=/design/flow/orfs finish
[config.mk]
export PLATFORM = sky130hd
export DESIGN_NAME = ImmGen
export DESIGN_NICKNAME = ImmGen
export VERILOG_FILES = /design/flow/design.v
export SDC_FILE = /design/flow/constraint.sdc
export NUM_CORES = 4
export LEC_CHECK = 1
export CORE_AREA = 10 10 71 71
export DIE_AREA = 0 0 81 81
[constraint.sdc]
current_design ImmGen

set clk_period 3.3
set clk_io_pct 0.2

create_clock -name clk0 -period $clk_period

set non_clock_inputs [all_inputs -no_clocks]
set_input_delay [expr $clk_period * $clk_io_pct] -clock clk0 $non_clock_inputs
set_output_delay [expr $clk_period * $clk_io_pct] -clock clk0 [all_outputs]
==> run summary <==
Entry: Yosys synthesis followed by OpenROAD place and route.

Run status:
- The run finished with clean final reports.

Worst hold path:
- Counting instances, the worst hold path has a depth of 4.
- Note that the worst hold path type here is in2out.

Floorplanning:
- According to the floorplan log, the row count is 22.
- Per the OpenROAD floorplan log, the width of the die is 81 um.
- The run puts the die extent in y at 81 um.
- The run puts the core outline area at around 3600 um^2.
- The run puts the chip area at 6560 um^2.
- The run puts the number of I/O pins at 64.
- The run gives the pre-placement core utilization as 0.177.

Placement:
- The run gives the count of input and output buffers as 64.
- The wire-length estimate of the detail-placed layout is between 2000 and 2500 um.
- Timing analysis after detailed placement gives a worst setup slack of 87.6 ps.
- The run gives the last weighted congestion value of the routability-driven placer as 0.845.

Setup path:
- The run puts the critical path arrival at 2470 ps.
- The run gives the standard cell with the maximum stage delay on the critical path as sky130_fd_sc_hd__clkdlybuf4s50_1.
- STA classifies the critical path startpoint as a primary input.
- The run gives the kind of critical path as in2out.
- The run gives the element type at the critical path end as a primary output.
- The run gives the maximum fanout count along the critical path as 11.
- The run puts the maximum single-stage delay on the critical path at 580 ps.
- For reference, the critical path cell chain is clkdlybuf4s50_1 > buf_4 > and4b_1 > buf_4 > nand3_1 > o21ai_0 > clkdlybuf4s50_1.
- For the worst setup path, the data required time is 2640 ps.

Yosys:
- Summing every instance area after synthesis gives ~640 um^2.
- After technology mapping, the gate count stands at 85.
- The run gives the part of the Yosys area used for sequential elements as 0.
- The run puts the cell count in the Yosys report at 85.
- The chip area line in the Yosys stat output reads about 640 um^2.
- The run puts the number of distinct library cells after synthesis at 36.
- The warning tally printed by Yosys for this design is 1.
- The run gives the average cell area after synthesis as 7.58 um^2.

Detailed routing:
- The run puts the DRC marker count from the first detailed-route iteration at 34.
- The run puts the number of nets with antenna violations after routing at 0.
- The run puts the number of detailed-routing iterations run before antenna repair at 4.
- The run puts the number of inserted diodes at 0.
- The run gives the final routed wirelength across all metal layers as about 2800 um.
- The run puts the number of vias after detailed routing at approximately 910.
- The run gives the wire length per cell as 14.1 um.
- The DRC violation total left in the routed layout is recorded as 0.
- The run gives the via-per-instance ratio as 4.62.

Timing:
- Setup repair after global routing left no endpoint under its margin.
- The run gives the worst max-slew margin expressed relative to the limit as 0.658.
- The run puts the final number of hold-violating endpoints at 0.
- The run gives the max-slew violation total from the final report as 0.
- The run puts the total of endpoints with negative setup slack in the final report at 0.
- The smallest clock period supported by the final layout is computed as 3130 ps.
- The run puts the post-layout worst setup margin at approximately 170 ps.
- The run puts the final-layout setup total negative slack at 0 ps.
- The run puts the actual transition at the worst max-transition pin at approximately 500 ps.
- The run gives the post-layout period usage of the worst path as 0.949.
- Derived from the worst setup path, the maximum achievable clock frequency is 319 MHz.

Global route:
- The run gives the number of antenna violations at the first check in global routing as 0.
- The first global-routing pass estimated 4310 um of wire.
- The run gives the largest net degree at the start of global routing as 13.
- Recorded from the global router log, the overflow total was 0.
- The run gives the aggregate global-route resource usage as 0.0781.
- The run gives the via count of the first global-routing pass as 925.

Final layout:
- In the final layout, the share of cells above drive strength 1 is 0.181.
- The run gives the total of fill cells in the finished design as ~370.
- The run puts the area added between synthesis and finish at 114%.
- The run puts the count of clock buffers in the final design at 0.
- The run gives the area taken by flip-flops and latches as 0 um^2.
- There are 0 flip-flops and latches.

Flow run:
- The stage logs contain a warning count of 32.
- The run puts the number of violations of the max-capacitance limit at 0.

Power:
- The leakage power in the latest report is about 0.00055 uW.
- The run puts the power density normalized to cell area at 76.0 nW/um^2.
- IR analysis of the VDD net gives a maximum drop of 31.4 uV.

Clock network:
- The run gives the post-CTS setup buffer count as 0.
[critical path: cells and delay by family]
family | cells | cell delay [ps]
buffers and inverters | 4 | 1450
AND-OR/OR-AND | 1 | 80
AND/OR/NAND/NOR | 2 | 280
[final timing paths]
path	startpoint	endpoint	slack, ps
hold / removal	iInstrucao[6]	oImm[11]	2130
setup / recovery	iInstrucao[5]	oImm[24]	170
[final cells by class]
class / instances / area, um^2 / area share
repair buffers: 73 / 728 / 0.529
well taps: 48 / 60.1 / 0.0436
inverters: 1 / 3.75 / 0.00272
multi-input cells: 75 / 586 / 0.425
[report_power, final]
group,leakage [uW],switching [uW],internal [uW]
Sequential,0,0,0
Combinational,0.000554,38.7,66.0
Clock,0,0,0
[what timing repair did]
action                     4_1_cts  5_1_grt
hold buffers                     0        0
gates resized                    0        4
setup endpoints to repair        0       16
[synth_stat cells, drive strengths merged, types with 2 or more instances]
| cell type | n | area, um^2 |
|---|---|---|
| clkbuf | 3 | 11.3 |
| nand2b | 3 | 18.8 |
| o21ai | 13 | 103 |
| a22o | 4 | 35.0 |
| nand2 | 3 | 11.3 |
| a32o | 2 | 21.3 |
| buf | 6 | 45.0 |
| and4b | 3 | 33.8 |
| nor2b | 7 | 43.8 |
| nand4 | 3 | 18.8 |
| nand3 | 11 | 55.1 |
| nand4b | 2 | 17.5 |
| a21o | 8 | 60.1 |
[metrics by stage]
step | cells | hold slack (ps) | utilization | power (uW) | instance area (um^2)
floorplan | 85 | 1380 | - | 37.3 | 644
global placement | 197 | 2270 | 0.377 | 105 | 1370
detailed placement | 197 | 2260 | 0.377 | 105 | 1370
CTS | 197 | 2270 | 0.377 | 106 | 1370
global route | 197 | 2210 | 0.379 | 114 | 1380
finish | 197 | 2130 | 0.379 | 105 | 1380
[cell families after synthesis]
kind of cell,Yosys count,synth area share
AOI/OAI and AO/OA,34,0.470
buffers and inverters,10,0.0932
and+or+nand+nor,41,0.437
[cells in the final DEF (no fill, tap or decap)]
| master | Yosys | final |
|---|---|---|
| sky130_fd_sc_hd__a21o_1 | 8 | 8 |
| sky130_fd_sc_hd__a21oi_4 | 1 | 1 |
| sky130_fd_sc_hd__a22o_1 | 4 | 4 |
| sky130_fd_sc_hd__a31oi_1 | 1 | 1 |
| sky130_fd_sc_hd__a32o_1 | 1 | 1 |
| sky130_fd_sc_hd__a32o_2 | 1 | 1 |
| sky130_fd_sc_hd__a32oi_4 | 1 | 1 |
| sky130_fd_sc_hd__and2_1 | 1 | 1 |
| sky130_fd_sc_hd__and3_1 | 1 | 1 |
| sky130_fd_sc_hd__and3b_1 | 1 | 1 |
| sky130_fd_sc_hd__and4b_1 | 2 | 1 |
| sky130_fd_sc_hd__and4b_2 | 0 | 1 |
| sky130_fd_sc_hd__and4b_4 | 1 | 1 |
| sky130_fd_sc_hd__and4bb_2 | 1 | 1 |
| sky130_fd_sc_hd__buf_12 | 0 | 1 |
| sky130_fd_sc_hd__buf_4 | 1 | 8 |
| sky130_fd_sc_hd__clkdlybuf4s50_1 | 0 | 61 |
| sky130_fd_sc_hd__dlymetal6s2s_1 | 0 | 3 |
| sky130_fd_sc_hd__inv_1 | 1 | 1 |
| sky130_fd_sc_hd__nand2_1 | 3 | 3 |
| sky130_fd_sc_hd__nand2b_1 | 3 | 3 |
| sky130_fd_sc_hd__nand3_1 | 11 | 11 |
| sky130_fd_sc_hd__nand3b_1 | 1 | 1 |
| sky130_fd_sc_hd__nand4_1 | 3 | 3 |
| sky130_fd_sc_hd__nand4b_1 | 2 | 2 |
| sky130_fd_sc_hd__nor2_1 | 1 | 1 |
| sky130_fd_sc_hd__nor2b_1 | 7 | 7 |
| sky130_fd_sc_hd__nor3b_1 | 1 | 1 |
| sky130_fd_sc_hd__nor4_4 | 1 | 1 |
| sky130_fd_sc_hd__o21ai_0 | 2 | 2 |
| sky130_fd_sc_hd__o21ai_1 | 1 | 1 |
| sky130_fd_sc_hd__o21ai_2 | 10 | 10 |
| sky130_fd_sc_hd__o21ba_2 | 1 | 1 |
| sky130_fd_sc_hd__o22ai_1 | 1 | 1 |
| sky130_fd_sc_hd__o31ai_1 | 1 | 1 |
| sky130_fd_sc_hd__o32a_1 | 1 | 1 |
| sky130_fd_sc_hd__or3b_1 | 1 | 1 |
[per-layer routing]
metal  vias up  global-route usage  share of wire
met1       396               0.101           0.46
met5         -                   0              0
met4         0                   0              0
met2        51               0.111           0.36
li1        463                   -              -
met3         0              0.0546           0.18
Power figures rest on the tool's default switching activity, not on a simulated workload.
