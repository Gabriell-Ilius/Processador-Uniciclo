<file path="design.v">
parameter
   ZERO     = 32'd0,	 
	OPAND		= 5'd0,
	OPOR		= 5'd1,
	OPXOR		= 5'd2,
	OPADD		= 5'd3,
	OPSUB		= 5'd4,
	OPSLT		= 5'd5,
	OPSLTU	= 5'd6,
	OPSLL		= 5'd7,
	OPSRL		= 5'd8,
	OPSRA		= 5'd9,
	OPLUI		= 5'd10,
	OPMUL		= 5'd11,
	OPMULH	= 5'd12,
	OPMULHU	= 5'd13,
	OPMULHSU	= 5'd14,
	OPDIV		= 5'd15,
	OPDIVU	= 5'd16,
	OPREM		= 5'd17,
	OPREMU	= 5'd18,
	OPNULL	= 5'd31,  
	OPC_LOAD       	= 7'b0000011,
	OPC_OPIMM     		= 7'b0010011,
	OPC_STORE      	= 7'b0100011,
	OPC_RTYPE    		= 7'b0110011,
	OPC_BRANCH     	= 7'b1100011,
	OPC_LUI           = 7'b0110111,  
	OPC_JALR       	= 7'b1100111,
	OPC_JAL         	= 7'b1101111,
	FUNCT7_ADD			 = 7'b0000000,
   FUNCT7_SUB         = 7'b0100000,
	FUNCT7_SLT			 = 7'b0000000,
	FUNCT7_OR			 = 7'b0000000,
	FUNCT7_AND			 = 7'b0000000,
	FUNCT3_LW			= 3'b010,
	FUNCT3_SW			= 3'b010,	
	FUNCT3_ADD			= 3'b000,
	FUNCT3_SUB			= 3'b000,
	FUNCT3_SLT			= 3'b010,
	FUNCT3_OR			= 3'b110,
	FUNCT3_AND			= 3'b111,	
	FUNCT3_BEQ			= 3'b000,
	FUNCT3_JALR			= 3'b000,	
	TEXT_ADDRESS = 32'h0040_0000,
	DATA_ADDRESS = 32'h1001_0000,
	STACK_ADDRESS = 32'h1001_03FC,
	GP = DATA_ADDRESS,
    S0  = 4'd0,   
    S1  = 4'd1,   
    S2  = 4'd2,   
    S3  = 4'd3,   
    S4  = 4'd4,   
    S5  = 4'd5,   
    S6  = 4'd6,   
    S7  = 4'd7,   
    S8  = 4'd8,   
    S9  = 4'd9,   
    S10 = 4'd10,  
    S11 = 4'd11,  
    S12 = 4'd12,  
    S13 = 4'd13,  
    S14 = 4'd14;  
module ALU (
	input 		 [4:0]  iControl,
	input signed [31:0] iA,
	input signed [31:0] iB,
	output reg [31:0] oResult,
	output wire Zero
	);
assign Zero = (oResult==32'b0);
always @(*)
begin
    case (iControl)
		OPAND: oResult  = iA & iB;
		OPOR:  oResult  = iA | iB;
		OPADD: oResult  = iA + iB;
		OPSUB: oResult  = iA - iB;
		OPSLT: oResult  = (iA < iB) ? 32'd1 : 32'd0;
		OPLUI: oResult  = iB;
		default: oResult = ZERO;
    endcase
end
endmodule
</file>
<file path="run.sh">
#!/bin/bash
# OpenROAD 26Q1-2900-gdf79404cd8, Yosys 0.63+post, stock flow scripts
make -C /OpenROAD-flow-scripts/flow DESIGN_CONFIG=/design/flow/config.mk WORK_HOME=/design/flow/orfs finish
</file>
<file path="config.mk">
export PLATFORM = sky130hd
export DESIGN_NAME = ALU
export DESIGN_NICKNAME = ALU
export VERILOG_FILES = /design/flow/design.v
export SDC_FILE = /design/flow/constraint.sdc
export NUM_CORES = 4
export LEC_CHECK = 1
export CORE_UTILIZATION = 40
</file>
<file path="constraint.sdc">
current_design ALU

set clk_period 20.0
set clk_io_pct 0.2

create_clock -name clk0 -period $clk_period

set non_clock_inputs [all_inputs -no_clocks]
set_input_delay [expr $clk_period * $clk_io_pct] -clock clk0 $non_clock_inputs
set_output_delay [expr $clk_period * $clk_io_pct] -clock clk0 [all_outputs]
</file>
==> run notes <==
The layout was made with Yosys and OpenROAD.

The analysis attributes to cell leakage a power of around 3.1 nW. Overall power consumption after layout is estimated at between 0.00015 and 0.0002 W. The post-route utilization of the core is recorded as between 40% and 50%. The highest supply drop recorded on VDD is approximately 0.012 mV.

The path class of the tightest hold or removal check is input port to primary output. The cell area after placement is 7170 sq um. The power per unit of standard cell area is 26.2 nW/um^2.

According to the floorplan report, the total die area is 15700 sq um. In the setup report, the worst path falls into the class input port to primary output. The tally of buffers added on design ports is 102. The average routed wire per standard cell is a little over 20 um.

For this design the top-level I/O count stands at between 100 and 150. The mean instance size in the synthesized netlist is 6.60 sq um. The synthesis report lists the Yosys warning total as 1. The number of hold violations in the final report is 0. The kind of start point of the critical path is an input port. The first global-routing pass estimated roughly 37000 um of wire.

The actual transition at the worst max-transition pin is 0.842 ns. The max-capacitance violation count is 0. The gate count after technology mapping is 919. The finished cells cover 7170 sq um.

Per the timing report, the biggest fanout along the worst path comes to 5. Among all cell types in the netlist, the one instantiated most often is ha_1. The number of remaining DRC errors is 0. Setup repair after global routing left no endpoint under its margin. Hold timing on the final database bottoms out at a slack of 9.16 ns.

The ratio of routed vias to standard cells is 6.37. Entering global routing, the biggest net connects 35 pins. Clock buffers in the final layout number 0. The final timing report lists a max-slew violation count of 0. The iteration count of the initial detailed-routing pass is 12. The number of cells reported by Yosys stat comes to 919. For this run the aggregate overflow at the end of global routing stands at 0. Yosys reports that the most numerous cell types are ha_1, inv_1, nor2_1. Summing all flip-flop and latch instances after layout gives 0 sq um. The total length of routed wires is 23300 um. The total via count in the routed design is around 7.4k.

The final-report setup violation count is 0. Cells with a size suffix above 1 make up under 10% of the layout. Subtracting the final worst setup slack from the clock period gives between 10 and 15 ns. The critical path data arrival time is 8.88 ns. The floorplan core density is 41.4%. The critical path endpoint category is a primary output. The stat command in Yosys gives a chip area of 6070 sq um.

The initial antenna violation count was 0. The placed wire-length estimate after detailed placement is between 15000 and 20000 um. The maximum achievable frequency is 77.6 MHz. The chip height is 125 um. The quantity of hold-fixing buffers added after cts is 0. The share of the synthesized area in the top cell type is 20.8%. The distinct cell type count after synthesis is 84. After synthesis the cells add up to 6070 sq um. After routing, the total negative slack on setup checks comes to 0 ns. The number of global-route vias before repair is 6800. The chip width is 125 um. Sequential elements use 0% of the synthesized area.

The number of buffers inserted to repair setup after CTS is 0. The data required time at the worst endpoint is roughly 16 ns. After floorplanning, the core was divided into 44 placement rows.

Across all stage logs, warnings added up to 101. The post-route fraction of the period consumed by the critical path is 64.4%. The area overhead of the layout relative to synthesis is 18.1%.

The final weighted congestion in routability-driven placement is roughly 1.0. The cell type with the largest total area after synthesis is ha_1. The final antenna-violating net count is 0. After synthesis, the cell types taking the most area are ha_1, inv_1, a21oi_1. The worst relative slew slack is 43.0%. Across every metal layer, demand over resource in global routing totals 29.9%. The number of fill cells is 1539. There are 0 flip-flops and latches. The flow ran to the end, and the final reports show no timing, DRC or antenna violations.

The diode insertion count for antenna repair is 0. The post-cts resize count is 0. The number of DRC markers in iteration 0 is 745. The standard cell core area is 14600 sq um. The multi-input combinational cell area is approximately 5500 sq um.
## final cells by class
type / instances / area share, %
timing repair buffer: 110 / 15.1
multi-input combinational: 765 / 76.5
inverter: 100 / 5.24
tap: 184 / 3.21
## report_power, final
group,switching [W],leakage (nW),internal (W)
Combinational,0.000110,3.11,0.0000774
Clock,0,0,0
Sequential,0,0,0
## worst max-delay path: stages
cell	delay, ns
clkdlybuf4s50_1	0.48
inv_1	0.06
ha_1	0.23
fa_1	0.41
o21bai_1	0.29
nand2_1	0.17
a2111oi_4	0.56
o21ai_2	0.16
a211o_1	0.32
a2111oi_0	0.44
nand4bb_1	0.22
nor4_1	0.56
o211ai_1	0.19
nor4b_2	0.29
clkdlybuf4s50_1	0.49
## metrics by stage
step           setup WS, ns  instances
2_1_floorplan          9.02        919
3_3_place_gp           7.13       1159
3_5_place_dp           7.13       1159
4_1_cts                7.12       1159
5_1_grt                6.87       1159
6_report               7.12       1159
## metal layers
| metal | GRT usage [%] | routed length (um) |
|---|---|---|
| met1 | 42.5 | 10500 |
| met5 | 0 | 0 |
| met2 | 46.5 | 10100 |
| met3 | 4.75 | 1980 |
| met4 | 8.82 | 725 |
## placed cells by master, fill, tap and decap left out, types with 16 or more instances in the layout
cell type / instances
nand2_1: 64
nor2_1: 86
clkdlybuf4s50_1: 102
o21ai_0: 49
a21oi_1: 72
inv_1: 100
a221oi_1: 23
nor3_1: 31
ha_1: 101
nor2b_1: 17
a211oi_1: 16
## path summary, 6_finish.rpt
check / cells after the start / slack [ns] / endpoint / from
worst max-delay path: 15 / 7.12 / Zero / iA[0]
worst min-delay path: 4 / 9.16 / oResult[3] / iB[3]
## logic make-up after synthesis
group	count (synthesis)	synth area share (%)
AOI/OAI and AO/OA	350	42.2
adders and majority gates	103	21.5
buffers and inverters	154	9.92
muxes	3	0.516
and+or+nand+nor	309	25.9
Power is estimated from default activity; no workload was simulated.
