==> design.v <==
parameter
   ZERO     = 32'd0,	 
	OPAND		= 5'd0,
	OPOR		= 5'd1,
	OPXOR		= 5'd2,
	OPADD		= 5'd3,
	OPSUB		= 5'd4,
	OPSLT		= 5'd5,
	OPSLTU	= 5'd6,
	OPSLL		= 5'd7,
	OPSRL		= 5'd8,
	OPSRA		= 5'd9,
	OPLUI		= 5'd10,
	OPMUL		= 5'd11,
	OPMULH	= 5'd12,
	OPMULHU	= 5'd13,
	OPMULHSU	= 5'd14,
	OPDIV		= 5'd15,
	OPDIVU	= 5'd16,
	OPREM		= 5'd17,
	OPREMU	= 5'd18,
	OPNULL	= 5'd31,  
	OPC_LOAD       	= 7'b0000011,
	OPC_OPIMM     		= 7'b0010011,
	OPC_STORE      	= 7'b0100011,
	OPC_RTYPE    		= 7'b0110011,
	OPC_BRANCH     	= 7'b1100011,
	OPC_LUI           = 7'b0110111,  
	OPC_JALR       	= 7'b1100111,
	OPC_JAL         	= 7'b1101111,
	FUNCT7_ADD			 = 7'b0000000,
   FUNCT7_SUB         = 7'b0100000,
	FUNCT7_SLT			 = 7'b0000000,
	FUNCT7_OR			 = 7'b0000000,
	FUNCT7_AND			 = 7'b0000000,
	FUNCT3_LW			= 3'b010,
	FUNCT3_SW			= 3'b010,	
	FUNCT3_ADD			= 3'b000,
	FUNCT3_SUB			= 3'b000,
	FUNCT3_SLT			= 3'b010,
	FUNCT3_OR			= 3'b110,
	FUNCT3_AND			= 3'b111,	
	FUNCT3_BEQ			= 3'b000,
	FUNCT3_JALR			= 3'b000,	
	TEXT_ADDRESS = 32'h0040_0000,
	DATA_ADDRESS = 32'h1001_0000,
	STACK_ADDRESS = 32'h1001_03FC,
	GP = DATA_ADDRESS,
    S0  = 4'd0,   
    S1  = 4'd1,   
    S2  = 4'd2,   
    S3  = 4'd3,   
    S4  = 4'd4,   
    S5  = 4'd5,   
    S6  = 4'd6,   
    S7  = 4'd7,   
    S8  = 4'd8,   
    S9  = 4'd9,   
    S10 = 4'd10,  
    S11 = 4'd11,  
    S12 = 4'd12,  
    S13 = 4'd13,  
    S14 = 4'd14;  
module Registers (
    input wire 			iCLK, iRST, iRegWrite,
    input wire  [4:0] 	iReadRegister1, iReadRegister2, iWriteRegister,
    input wire  [31:0] 	iWriteData,
    output wire [31:0] 	oReadData1, oReadData2,
    input wire  [4:0] 	iRegDispSelect,
    output wire [31:0] 	oRegDisp 
    );
reg [31:0] registers[31:0];
parameter  SPR=5'd2;
reg [5:0] i;
initial
	begin
		for (i = 0; i <= 31; i = i + 1'b1)
			registers[i] = 32'd0;
		registers[SPR] <= STACK_ADDRESS;
	end
assign oReadData1 =	registers[iReadRegister1];
assign oReadData2 =	registers[iReadRegister2];
assign oRegDisp 	=	registers[iRegDispSelect];
always @(posedge iCLK or posedge iRST)
begin
    if (iRST)
    begin
        for (i = 0; i <= 31; i = i + 1'b1)
            registers[i] = 32'b0;
		registers[SPR] <= STACK_ADDRESS; 
    end
    else
	 begin
		i<=6'b0;
		if(iRegWrite && (iWriteRegister != 5'b0))
				registers[iWriteRegister] <= iWriteData;
	 end
end
endmodule
==> run.sh <==
#!/bin/bash
# OpenROAD 26Q1-2900-gdf79404cd8, Yosys 0.63+post, stock flow scripts
make -C /OpenROAD-flow-scripts/flow DESIGN_CONFIG=/design/flow/config.mk WORK_HOME=/design/flow/orfs finish
==> config.mk <==
export PLATFORM = sky130hd
export DESIGN_NAME = Registers
export DESIGN_NICKNAME = Registers
export VERILOG_FILES = /design/flow/design.v
export SDC_FILE = /design/flow/constraint.sdc
export NUM_CORES = 4
export LEC_CHECK = 1
export CORE_UTILIZATION = 30
==> constraint.sdc <==
current_design Registers

set clk_period 8.7
set clk_io_pct 0.2

create_clock -name clk0 -period $clk_period [get_ports {iCLK}]

set non_clock_inputs [all_inputs -no_clocks]
set_input_delay [expr $clk_period * $clk_io_pct] -clock clk0 $non_clock_inputs
set_output_delay [expr $clk_period * $clk_io_pct] -clock clk0 [all_outputs]
==> impl_metrics.env <==
# implementation run metrics
export IMPL_min_delay_path_depth=0
export IMPL_fmax_ghz=0.120
export IMPL_grt_overflow_total=0
export IMPL_crit_fanout=31
export IMPL_worst_pin_slew_ns=1.63
export IMPL_ys_chip_area_um2=58000
export IMPL_hold_slack_ns=0.431
export IMPL_syn2layout_area_growth_pct=19.0
export IMPL_placementRows=161
export IMPL_wirelength_mm=461
export IMPL_maxCapViolCount=1
export IMPL_synthArstFlopShare_pct=100
export IMPL_clk_latency_ns=0.81
export IMPL_setup_viol_count_final=0
export IMPL_fp_util_pct=30.2
export IMPL_drcViolationCount=0
export IMPL_synth_cell_area_um2=58000
export IMPL_period_minus_slack_ns=8.36
export IMPL_warnings=43
export IMPL_avgSynthCellArea_um2=10.7
export IMPL_ctsHoldBuffers=0
export IMPL_tns_ns=0
export IMPL_rsz0062_at_grt="false"
export IMPL_hp_class="reg2reg"
export IMPL_grt_pass1_vias=58494
export IMPL_min_to="registers[0][1]"
export IMPL_dp_slack_ns=0.731
export IMPL_synth_distinct_cells=73
export IMPL_utilization_pct=35.9
export IMPL_cts_setup_buffers=0
export IMPL_r2r_slack_ns=7.60
export IMPL_violations="max-capacitance violations, max-slew violations"
export IMPL_routabilityCongestion=1.18
export IMPL_via_count=61462
export IMPL_cts_tree="done"
export IMPL_dieHeight_um=442
export IMPL_worstPathArrival_ns=6.62
export IMPL_ys_flop_type="dfrtp_1"
export IMPL_ys_top_cells_by_area="dfrtp_1, mux2_2, a22oi_1"
export IMPL_drt_initial_drc_count=9345
export IMPL_drive_gt1_share_pct=32.6
export IMPL_h_tree_depth=3
export IMPL_ios=151
export IMPL_lay_top_cells="a22oi_1, mux2_2, dfrtp_1"
export IMPL_clk_path_buf_depth=3
export IMPL_powerDensity_nw_per_um2=224
export IMPL_cts_inserted_buffers=119
export IMPL_clock_sinks=1024
export IMPL_p_leak_nw=28.7
export IMPL_antenna_left=0
export IMPL_grt_pass1_wl_mm=595
export IMPL_ys_seq_share_pct=44.2
export IMPL_skew_ns=0
export IMPL_drt_pass1_iter_count=13
export IMPL_ir_worst_vdd_v=0.000180
export IMPL_slew_headroom_pct=-9.40
export IMPL_start_kind="input pin"
export IMPL_yosysWarnings=2
export IMPL_ctsResizeCount=0
export IMPL_nFillCells=18904
export IMPL_ys_flops=1024
export IMPL_drv_slew=5
export IMPL_wl_per_cell_um=56.0
export IMPL_top_area_cell="dfrtp_1"
export IMPL_dp_hpwl_mm=310
export IMPL_reg2reg_depth=1
export IMPL_period_used_pct=96.1
export IMPL_reg_largest_list="registers x1024"
export IMPL_largest_reg_flops=1024
export IMPL_chipArea_um2=195000
export IMPL_io_buffers=150
export IMPL_die_width_um=442
export IMPL_status="finished, violations left"
export IMPL_cp_data_required_time_ns=6.96
export IMPL_clkSlewWorstSetupHoldPaths_ns=0.06
export IMPL_hold_violations=0
export IMPL_setup_ws_ns=0.342
export IMPL_routed_via_density=7.48
export IMPL_regToRegStartpoint="registers[20][11]"
export IMPL_min_from="registers[0][1]"
export IMPL_antenna_found_initial=56
export IMPL_synth_cells=5399
export IMPL_grt_max_degree=122
export IMPL_r2r_end="registers[20][11]"
export IMPL_ys_cells=5399
export IMPL_edf_count=0
export IMPL_largest_register="registers"
export IMPL_top_area_share_pct=43.7
export IMPL_grt_usage_pct=47.7
export IMPL_final_cell_area_um2=69000
export IMPL_cts_root_buffer="clkbuf_16"
export IMPL_worstSetupPathType="in2out"
export IMPL_layout_cells_most_common="a22oi_1"
export IMPL_core_um2=192000
export IMPL_end_kind="primary output"
export IMPL_placed_area_um2=64800
metrics by stage:
stage	power (mW)	std cells
after global placement	9.80	7947
after detailed placement	9.80	7947
after CTS	15.3	8167
after floorplan	7.88	5399
after global routing	15.7	8168
final	15.5	8218
synthesized netlist by cell type, drive strengths merged, types with 11 or more instances:
| cell | count |
|---|---|
| a22oi | 1083 |
| mux2 | 1020 |
| dfrtp | 1014 |
| buf | 293 |
| nand2 | 277 |
| clkbuf | 272 |
| nor2 | 260 |
| nand4 | 157 |
| a21oi | 116 |
| nor3 | 112 |
| nand3 | 81 |
| a22o | 79 |
| mux2i | 67 |
| a221oi | 57 |
| o21ai | 47 |
| and3 | 35 |
| nor4 | 35 |
| a31oi | 33 |
| a32oi | 32 |
| a222oi | 30 |
| nor2b | 29 |
| a2111oi | 19 |
| and4 | 19 |
| nand2b | 19 |
| and2 | 17 |
| o22a | 14 |
| o32a | 14 |
| nand3b | 13 |
| inv | 12 |
| a221o | 11 |
kinds of logic after synthesis:
family | synth area share (%)
buffers and inverters | 4.31
multiplexers | 21.1
flip-flops | 44.2
AND/OR/NAND/NOR | 9.51
AND-OR/OR-AND | 20.9
report_power, final:
part	internal (mW)	switching [mW]
Sequential	5.65	1.69
Combinational	1.23	1.40
Clock	3.14	2.34
Total	10.0	5.44
worst max-delay path, cell delays in order:
cell	delay, ns
buf_4	0.55
buf_4	0.49
nand3b_1	0.71
nor2_4	0.61
buf_4	0.64
a22oi_1	0.14
nand4_1	0.17
nor3_1	0.07
a31oi_1	0.62
buf_4	0.23
clkdlybuf4s50_1	0.45
worst max-delay path by stage:
stage,from,endpoint,depth (start not counted)
4_1_cts,iReadRegister2[1],oReadData2[12],11
5_1_grt,iReadRegister2[1],oReadData2[12],11
6_report,iReadRegister2[1],oReadData2[12],11
area by class of cell:
type / count / area (µm²) / area share [%]
Sequential cell: 1024 / 25600 / 37.1
Multi-Input combinational cell: 3798 / 30600 / 44.4
Tap cell: 2526 / 3160 / 4.58
Clock inverter: 68 / 850 / 1.23
Inverter: 12 / 48.8 / 0.0707
Clock buffer: 152 / 3300 / 4.79
Antenna cell: 51 / 128 / 0.185
Timing Repair Buffer: 587 / 5260 / 7.62
routing by layer:
metal / routed length [µm] / global-route usage (%)
met1: 161000 / 56.8
met5: 658 / 1.59
met3: 73400 / 29.7
met4: 48600 / 36.6
met2: 177000 / 61.3
Power figures rest on the tool's default switching activity, not on a simulated workload.
